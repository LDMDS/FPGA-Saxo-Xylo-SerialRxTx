$ cat flow/design.v
module SerialRxTx_2leds(clk, RxD, TxD, LED);
input clk;
input RxD;
output TxD;
parameter NumberOfLEDs = 2;
output [NumberOfLEDs-1:0] LED;
parameter ClkFrequency = 24000000;	 
wire RxD_data_ready;
wire [7:0] RxD_data;
async_receiver RX(.clk(clk), .rst(1'b0), .RxD(RxD), .RxD_data_ready(RxD_data_ready), .RxD_data(RxD_data));
defparam RX.ClkFrequency=ClkFrequency;
reg [NumberOfLEDs-1:0] LED;
always @(posedge clk) if(RxD_data_ready) LED <= RxD_data[NumberOfLEDs-1:0];
wire [7:0] outputdata = RxD_data+1;
async_transmitter TX(.clk(clk), .rst(1'b0), .TxD(TxD), .TxD_start(RxD_data_ready), .TxD_data(outputdata));
defparam TX.ClkFrequency=ClkFrequency;
endmodule
module async_receiver(clk, rst, RxD, RxD_data_ready, RxD_data, RxD_endofpacket, RxD_idle);
input clk, rst, RxD;
output RxD_data_ready;   
output [7:0] RxD_data;
parameter ClkFrequency = 24000000;  
parameter Baud = 115200;
output RxD_endofpacket;   
output RxD_idle;   
parameter Baud8 = Baud*8;
parameter Baud8GeneratorAccWidth = 16;
wire [Baud8GeneratorAccWidth:0] Baud8GeneratorInc = ((Baud8<<(Baud8GeneratorAccWidth-7))+(ClkFrequency>>8))/(ClkFrequency>>7);
reg [Baud8GeneratorAccWidth:0] Baud8GeneratorAcc;
always @(posedge clk or posedge rst) if(rst) Baud8GeneratorAcc<=0; else Baud8GeneratorAcc <= Baud8GeneratorAcc[Baud8GeneratorAccWidth-1:0] + Baud8GeneratorInc;
wire Baud8Tick = Baud8GeneratorAcc[Baud8GeneratorAccWidth];
reg [1:0] RxD_sync_inv;
always @(posedge clk or posedge rst) if(rst) RxD_sync_inv<=0; else if(Baud8Tick) RxD_sync_inv <= {RxD_sync_inv[0], ~RxD};
reg [1:0] RxD_cnt_inv;
reg RxD_bit_inv;
always @(posedge clk or posedge rst)
if(rst)
	RxD_cnt_inv <= 0;
else
if(Baud8Tick)
begin
	if( RxD_sync_inv[1] && RxD_cnt_inv!=2'b11) RxD_cnt_inv <= RxD_cnt_inv + 2'h1;
	else 
	if(~RxD_sync_inv[1] && RxD_cnt_inv!=2'b00) RxD_cnt_inv <= RxD_cnt_inv - 2'h1;
	if(RxD_cnt_inv==2'b00) RxD_bit_inv <= 1'b0;
	else
	if(RxD_cnt_inv==2'b11) RxD_bit_inv <= 1'b1;
end
reg [3:0] state;
reg [3:0] bit_spacing;
wire next_bit = (bit_spacing==4'd10);
always @(posedge clk or posedge rst)
if(rst) 
	bit_spacing <= 4'b0000;
else
if(state==0)
	bit_spacing <= 4'b0000;
else
if(Baud8Tick)
	bit_spacing <= {bit_spacing[2:0] + 4'b0001} | {bit_spacing[3], 3'b000};
always @(posedge clk or posedge rst)
if(rst)
	state <= 4'b0000;
else
if(Baud8Tick)
case(state)
	4'b0000: if(RxD_bit_inv) state <= 4'b1000;   
	4'b1000: if(next_bit) state <= 4'b1001;   
	4'b1001: if(next_bit) state <= 4'b1010;   
	4'b1010: if(next_bit) state <= 4'b1011;   
	4'b1011: if(next_bit) state <= 4'b1100;   
	4'b1100: if(next_bit) state <= 4'b1101;   
	4'b1101: if(next_bit) state <= 4'b1110;   
	4'b1110: if(next_bit) state <= 4'b1111;   
	4'b1111: if(next_bit) state <= 4'b0001;   
	4'b0001: if(next_bit) state <= 4'b0000;   
	default: state <= 4'b0000;
endcase
reg [7:0] RxD_data;
always @(posedge clk or posedge rst)
if(rst)
	RxD_data <= 0;
else
if(Baud8Tick && next_bit && state[3])
	RxD_data <= {~RxD_bit_inv, RxD_data[7:1]};
reg RxD_data_ready, RxD_data_error;
always @(posedge clk or posedge rst)
if(rst)
begin
	RxD_data_ready <= 0;
	RxD_data_error <= 0;
end
else
begin
	RxD_data_ready <= (Baud8Tick && next_bit && state==4'b0001 && ~RxD_bit_inv);   
	RxD_data_error <= (Baud8Tick && next_bit && state==4'b0001 &&  RxD_bit_inv);   
end
reg [4:0] gap_count;
always @(posedge clk or posedge rst) if(rst) gap_count<=0; else if (state!=0) gap_count<=5'h00; else if(Baud8Tick & ~gap_count[4]) gap_count <= gap_count + 5'h01;
assign RxD_idle = gap_count[4];
reg RxD_endofpacket;
always @(posedge clk or posedge rst) if(rst) RxD_endofpacket<=0; else RxD_endofpacket <= Baud8Tick & (gap_count==5'h0F);
endmodule
module async_transmitter(clk, rst, TxD_start, TxD_data, TxD, TxD_busy);
input clk, rst, TxD_start;
input [7:0] TxD_data;
output TxD, TxD_busy;
parameter ClkFrequency = 24000000;	 
parameter Baud = 115200;
parameter RegisterInputData = 1;	 
parameter BaudGeneratorAccWidth = 16;
reg [BaudGeneratorAccWidth:0] BaudGeneratorAcc;
wire [BaudGeneratorAccWidth:0] BaudGeneratorInc = ((Baud<<(BaudGeneratorAccWidth-4))+(ClkFrequency>>5))/(ClkFrequency>>4);
wire BaudTick = BaudGeneratorAcc[BaudGeneratorAccWidth];
wire TxD_busy;
always @(posedge clk or posedge rst) if(rst) BaudGeneratorAcc<=0; else if(TxD_busy) BaudGeneratorAcc<=BaudGeneratorAcc[BaudGeneratorAccWidth-1:0] + BaudGeneratorInc;
reg [3:0] state;
wire TxD_ready = (state==0);
assign TxD_busy = ~TxD_ready;
reg [7:0] TxD_dataReg;
always @(posedge clk or posedge rst) if(rst) TxD_dataReg<=1'b0; else if(TxD_ready & TxD_start) TxD_dataReg<=TxD_data;
wire [7:0] TxD_dataD = RegisterInputData ? TxD_dataReg : TxD_data;
always @(posedge clk or posedge rst)
if(rst)
	state <= 4'b0000;
else
case(state)
	4'b0000: if(TxD_start) state <= 4'b0001;
	4'b0001: if(BaudTick) state <= 4'b0100;
	4'b0100: if(BaudTick) state <= 4'b1000;   
	4'b1000: if(BaudTick) state <= 4'b1001;   
	4'b1001: if(BaudTick) state <= 4'b1010;   
	4'b1010: if(BaudTick) state <= 4'b1011;   
	4'b1011: if(BaudTick) state <= 4'b1100;   
	4'b1100: if(BaudTick) state <= 4'b1101;   
	4'b1101: if(BaudTick) state <= 4'b1110;   
	4'b1110: if(BaudTick) state <= 4'b1111;   
	4'b1111: if(BaudTick) state <= 4'b0010;   
	4'b0010: if(BaudTick) state <= 4'b0011;   
	4'b0011: if(BaudTick) state <= 4'b0000;   
	default: if(BaudTick) state <= 4'b0000;
endcase
reg muxbit;
always @( * )
case(state[2:0])
	3'd0: muxbit <= TxD_dataD[0];
	3'd1: muxbit <= TxD_dataD[1];
	3'd2: muxbit <= TxD_dataD[2];
	3'd3: muxbit <= TxD_dataD[3];
	3'd4: muxbit <= TxD_dataD[4];
	3'd5: muxbit <= TxD_dataD[5];
	3'd6: muxbit <= TxD_dataD[6];
	3'd7: muxbit <= TxD_dataD[7];
endcase
reg TxDn;
always @(posedge clk or posedge rst) if(rst) TxDn<=1'b0; else TxDn <= ~((state<4) | (state[3] & muxbit));   
assign TxD = ~TxDn;
endmodule
$ cat flow/run.sh
#!/bin/bash
# OpenROAD 26Q1-2900-gdf79404cd8, Yosys 0.63+post, stock flow scripts
make -C /OpenROAD-flow-scripts/flow DESIGN_CONFIG=/design/flow/config.mk WORK_HOME=/design/flow/orfs finish
$ cat flow/config.mk
export PLATFORM = sky130hd
export DESIGN_NAME = SerialRxTx_2leds
export DESIGN_NICKNAME = SerialRxTx_2leds
export VERILOG_FILES = /design/flow/design.v
export SDC_FILE = /design/flow/constraint.sdc
export NUM_CORES = 4
export LEC_CHECK = 1
export CORE_UTILIZATION = 40
$ cat flow/constraint.sdc
current_design SerialRxTx_2leds

set clk_period 4.3
set clk_io_pct 0.2

create_clock -name clk0 -period $clk_period [get_ports {clk}]

set non_clock_inputs [all_inputs -no_clocks]
set_input_delay [expr $clk_period * $clk_io_pct] -clock clk0 $non_clock_inputs
set_output_delay [expr $clk_period * $clk_io_pct] -clock clk0 [all_outputs]
==> qor.json <==
{
  "outcome": "completed",
  "antenna_found_initial": 0,
  "grt_first_pass_wirelength_mm": 7.78,
  "worst_r2r_endpoint": "TX.state[1]",
  "cts_max_path_buffers": 2,
  "timing.final.crit_period_ns": 1.97,
  "synth_seq_share_pct": 59.2,
  "num_rows": 32,
  "critPathKind": "reg -> out",
  "ys_async_sr_fraction_pct": 0,
  "crit_end": "TxD",
  "openroad.warnings": 27,
  "die_w_um": 91.6,
  "residual_overflow_from_global_routing": 0,
  "report.power.total_mw": 1.16,
  "cellInternalPower_mw": 0.944,
  "finalWirelength_mm": 4.37,
  "setup.worst_path.start": "TX.TxDn",
  "diodes": 0,
  "gp_congestion": 0.784,
  "grt_pass1_vias": 1748,
  "worst_setup_path_end_kind": "output pin",
  "synth.lib_cells_used.distinct": 52,
  "synth_stat.cells": 275,
  "peakVddDrop_mv": 0.195,
  "clockRootBuffer": "sky130_fd_sc_hd__clkbuf_8",
  "post_drt_via_cell_ratio": 4.72,
  "routed_length_per_placed_instance_um": 11.4,
  "layoutNonFillerInstCount": 385,
  "placedCellCount": 369,
  "die_height_um": 91.6,
  "r2r.worst_path.cells": 3,
  "crit_arrival_ns": 1.11,
  "numPortBuffers": 4,
  "timing.final.crit_share_pct": 45.8,
  "r2r-start": "TX.state[1]",
  "ys_seq_elements": 71,
  "drt_pre_antenna_iters": 4,
  "grt_setup_unrepaired": "no",
  "timing.critical_path.required_ns": 3.44,
  "detail_route.drc_violations": 0,
  "hold_path.class": "reg -> reg",
  "fin_worst_skew_ns": 0.00627,
  "max_freq_mhz": 508,
  "synth-area-yosys_sq_mm": 0.00321,
  "syn-mean-instance-area_sq_um": 11.7,
  "critical_path_peak_fanout": 1,
  "worst_slew_margin_rel_pct": 55.0,
  "floorplanUtilization_pct": 41.6,
  "final_hold_viol_count": 0,
  "p_sw_mw": 0.219,
  "power_density_mw_per_mm2": 333,
  "yosys_most_used_dff": "sky130_fd_sc_hd__edfxtp_1",
  "dpl.hpwl_mm": 2.89,
  "route.vias.total": 1817,
  "num_io_pins": 5,
  "util_after_layout_pct": 45.2,
  "die-area_sq_mm": 0.00839,
  "worstMarginPinSlew_ns": 0.675,
  "clock.latency.late_pin_ns": 0.33,
  "cts-resized-gates": 0,
  "hold_path.startpoint": "RX.Baud8GeneratorAcc[0]",
  "setup_tns_ns": 0,
  "area_growth_syn_to_layout_pct": 8.73,
  "enable_flop_cells": 48,
  "netlist_instances": 275,
  "post_cts_buffers": 0,
  "worst_case_hold_slack_ns": 0.418,
  "cts_tree": "yes",
  "power.share.sequential_pct": 61.9,
  "power_leakage_nw": 1.25,
  "power.combinational.fraction_pct": 0.1,
  "pwr-share-clk_pct": 38.0,
  "layout_cell_share_with_drive_strength_beyond_1_pct": 7.42,
  "cts.htree.levels": 3,
  "detailedRoute.firstIterationViolations": 79,
  "design.core.area_sq_mm": 0.00773,
  "synthesis.area_sq_mm": 0.00321,
  "track_usage_pct": 12.0,
  "cts.clk_slew.worst_paths_ns": 0.07,
  "power.switching_fraction_pct": 18.8,
  "cts_inserted_buffers": 9,
  "antenna_viol_nets_final": 0,
  "startpoint_type": "register",
  "max_cap_violations": 0,
  "cts.hold.buffers_added": 0,
  "finalMaxSlewViolations": 0,
  "rrSetupSlack_ns": 2.37,
  "cts_num_sinks": 71,
  "yosysWarnings": 3,
  "finalSetupViolCount": 0,
  "pin_count_of_the_biggest_net_entering_global_routing": 19
}
==> power by group through the flow <==
stage     combinational [mW]  clock [mW]  sequential, mW
6_report             0.00104       0.442           0.720
4_1_cts              0.00106       0.460           0.719
5_1_grt              0.00118       0.492           0.719
==> stage by stage <==
stage                     worst slack (ns)  area, sq um
after global routing                  2.20         3490
after CTS                             2.30         3490
final                                 2.33         3490
after global placement                2.43         3330
after detailed placement              2.33         3330
after floorplan                       2.66         3210
==> Yosys cell counts (2+ instances only) <==
cell type,n,area [sq um]
sky130_fd_sc_hd__nor4_1,3,18.8
sky130_fd_sc_hd__a21boi_0,3,22.5
sky130_fd_sc_hd__nor2_1,22,82.6
sky130_fd_sc_hd__and4_1,3,26.3
sky130_fd_sc_hd__mux2i_1,3,30.0
sky130_fd_sc_hd__xnor2_1,23,201
sky130_fd_sc_hd__a211oi_1,2,15.0
sky130_fd_sc_hd__o21ai_1,2,10.0
sky130_fd_sc_hd__o21a_1,2,15.0
sky130_fd_sc_hd__nor3_2,2,20.0
sky130_fd_sc_hd__nand3_1,4,20.0
sky130_fd_sc_hd__nand2b_1,4,25.0
sky130_fd_sc_hd__a21oi_1,8,40.0
sky130_fd_sc_hd__nand2_1,25,93.8
sky130_fd_sc_hd__o211a_1,2,20.0
sky130_fd_sc_hd__dfxtp_1,23,460
sky130_fd_sc_hd__clkbuf_1,9,33.8
sky130_fd_sc_hd__buf_2,2,10.0
sky130_fd_sc_hd__and3_1,3,18.8
sky130_fd_sc_hd__and2_1,3,18.8
sky130_fd_sc_hd__inv_1,16,60.1
sky130_fd_sc_hd__nor3_1,4,20.0
sky130_fd_sc_hd__o21ai_0,9,45.0
sky130_fd_sc_hd__edfxtp_1,48,1440
sky130_fd_sc_hd__ha_1,7,87.6
sky130_fd_sc_hd__xor2_1,14,123
sky130_fd_sc_hd__nor2b_1,4,25.0
==> worst max-delay path: stages (launching register included) <==
cell,delay (ns)
sky130_fd_sc_hd__dfxtp_1,0.30
sky130_fd_sc_hd__inv_1,0.04
sky130_fd_sc_hd__clkdlybuf4s50_1,0.44
==> registers in the layout, summed over array words and instances, names as in the netlist, 4 cells and up <==
name,count
TX.state,4
TX.TxD_dataReg,8
TX.BaudGeneratorAcc,17
RX.Baud8GeneratorAcc,17
RX.bit_spacing,4
RX.state,4
RX.RxD_data,8
==> kinds of logic after synthesis <==
logic type | after synthesis | synth area share [%]
compound gates | 42 | 9.35
xor+xnor | 37 | 10.1
fa+ha+maj | 7 | 2.73
buf+inv | 28 | 3.39
flops | 71 | 59.2
mux | 4 | 1.29
simple gates | 86 | 13.9
==> area by class of cell <==
cell class / instances / area, sq um
fillers: 698 / 4240
flip-flops and latches: 71 / 1900
multi-input cells: 176 / 1200
clock buffers: 14 / 153
well taps: 102 / 128
inverters: 16 / 60.1
repair buffers: 4 / 40.0
clock inverters: 2 / 8.76
==> worst min-delay path by stage <==
| stage | endpoint | slack [ns] | cells after the start |
|---|---|---|---|
| 4_1_cts | RX.Baud8GeneratorAcc[0] | 0.42 | 1 |
| 5_1_grt | RX.RxD_sync_inv[1] | 0.45 | 0 |
| 6_report | RX.Baud8GeneratorAcc[0] | 0.42 | 1 |
==> layer usage <==
layer / wire length, um / GRT usage [%]
met5: 0 / 0
met2: 1810 / 16.9
met3: 182 / 4.42
met1: 2340 / 19.6
met4: 40 / 1.19
==> cells in the final DEF (no fill, tap or decap), drive strengths merged, types with 4 or more instances in the layout <==
cell            n
a21boi          4
a21oi           9
and2            4
clkbuf         14
clkdlybuf4s50   4
dfxtp          23
edfxtp         48
ha              7
inv            16
nand2          25
nand2b          4
nand3           4
nor2           22
nor2b           4
nor3            6
nor4            4
o21ai          12
xnor2          23
xor2           14
Power is estimated from default activity; no workload was simulated.
