===== ./config.mk =====
export PLATFORM = sky130hd
export DESIGN_NAME = SerialRxTx_1led
export DESIGN_NICKNAME = SerialRxTx_1led
export VERILOG_FILES = /design/flow/design.v
export SDC_FILE = /design/flow/constraint.sdc
export NUM_CORES = 4
export LEC_CHECK = 1
export CORE_UTILIZATION = 30

===== ./constraint.sdc =====
current_design SerialRxTx_1led

set clk_period 4.3
set clk_io_pct 0.2

create_clock -name clk0 -period $clk_period [get_ports {clk}]

set non_clock_inputs [all_inputs -no_clocks]
set_input_delay [expr $clk_period * $clk_io_pct] -clock clk0 $non_clock_inputs
set_output_delay [expr $clk_period * $clk_io_pct] -clock clk0 [all_outputs]

===== ./design.v =====
module SerialRxTx_1led(clk, RxD, TxD, LED);
input clk;
input RxD;
output TxD;
parameter NumberOfLEDs = 1;
output [NumberOfLEDs-1:0] LED;
parameter ClkFrequency = 24000000;	 
wire RxD_data_ready;
wire [7:0] RxD_data;
async_receiver RX(.clk(clk), .rst(1'b0), .RxD(RxD), .RxD_data_ready(RxD_data_ready), .RxD_data(RxD_data));
defparam RX.ClkFrequency=ClkFrequency;
reg [NumberOfLEDs-1:0] LED;
always @(posedge clk) if(RxD_data_ready) LED <= RxD_data[NumberOfLEDs-1:0];
wire [7:0] outputdata = RxD_data+1;
async_transmitter TX(.clk(clk), .rst(1'b0), .TxD(TxD), .TxD_start(RxD_data_ready), .TxD_data(outputdata));
defparam TX.ClkFrequency=ClkFrequency;
endmodule
module async_receiver(clk, rst, RxD, RxD_data_ready, RxD_data, RxD_endofpacket, RxD_idle);
input clk, rst, RxD;
output RxD_data_ready;   
output [7:0] RxD_data;
parameter ClkFrequency = 24000000;  
parameter Baud = 115200;
output RxD_endofpacket;   
output RxD_idle;   
parameter Baud8 = Baud*8;
parameter Baud8GeneratorAccWidth = 16;
wire [Baud8GeneratorAccWidth:0] Baud8GeneratorInc = ((Baud8<<(Baud8GeneratorAccWidth-7))+(ClkFrequency>>8))/(ClkFrequency>>7);
reg [Baud8GeneratorAccWidth:0] Baud8GeneratorAcc;
always @(posedge clk or posedge rst) if(rst) Baud8GeneratorAcc<=0; else Baud8GeneratorAcc <= Baud8GeneratorAcc[Baud8GeneratorAccWidth-1:0] + Baud8GeneratorInc;
wire Baud8Tick = Baud8GeneratorAcc[Baud8GeneratorAccWidth];
reg [1:0] RxD_sync_inv;
always @(posedge clk or posedge rst) if(rst) RxD_sync_inv<=0; else if(Baud8Tick) RxD_sync_inv <= {RxD_sync_inv[0], ~RxD};
reg [1:0] RxD_cnt_inv;
reg RxD_bit_inv;
always @(posedge clk or posedge rst)
if(rst)
	RxD_cnt_inv <= 0;
else
if(Baud8Tick)
begin
	if( RxD_sync_inv[1] && RxD_cnt_inv!=2'b11) RxD_cnt_inv <= RxD_cnt_inv + 2'h1;
	else 
	if(~RxD_sync_inv[1] && RxD_cnt_inv!=2'b00) RxD_cnt_inv <= RxD_cnt_inv - 2'h1;
	if(RxD_cnt_inv==2'b00) RxD_bit_inv <= 1'b0;
	else
	if(RxD_cnt_inv==2'b11) RxD_bit_inv <= 1'b1;
end
reg [3:0] state;
reg [3:0] bit_spacing;
wire next_bit = (bit_spacing==4'd10);
always @(posedge clk or posedge rst)
if(rst) 
	bit_spacing <= 4'b0000;
else
if(state==0)
	bit_spacing <= 4'b0000;
else
if(Baud8Tick)
	bit_spacing <= {bit_spacing[2:0] + 4'b0001} | {bit_spacing[3], 3'b000};
always @(posedge clk or posedge rst)
if(rst)
	state <= 4'b0000;
else
if(Baud8Tick)
case(state)
	4'b0000: if(RxD_bit_inv) state <= 4'b1000;   
	4'b1000: if(next_bit) state <= 4'b1001;   
	4'b1001: if(next_bit) state <= 4'b1010;   
	4'b1010: if(next_bit) state <= 4'b1011;   
	4'b1011: if(next_bit) state <= 4'b1100;   
	4'b1100: if(next_bit) state <= 4'b1101;   
	4'b1101: if(next_bit) state <= 4'b1110;   
	4'b1110: if(next_bit) state <= 4'b1111;   
	4'b1111: if(next_bit) state <= 4'b0001;   
	4'b0001: if(next_bit) state <= 4'b0000;   
	default: state <= 4'b0000;
endcase
reg [7:0] RxD_data;
always @(posedge clk or posedge rst)
if(rst)
	RxD_data <= 0;
else
if(Baud8Tick && next_bit && state[3])
	RxD_data <= {~RxD_bit_inv, RxD_data[7:1]};
reg RxD_data_ready, RxD_data_error;
always @(posedge clk or posedge rst)
if(rst)
begin
	RxD_data_ready <= 0;
	RxD_data_error <= 0;
end
else
begin
	RxD_data_ready <= (Baud8Tick && next_bit && state==4'b0001 && ~RxD_bit_inv);   
	RxD_data_error <= (Baud8Tick && next_bit && state==4'b0001 &&  RxD_bit_inv);   
end
reg [4:0] gap_count;
always @(posedge clk or posedge rst) if(rst) gap_count<=0; else if (state!=0) gap_count<=5'h00; else if(Baud8Tick & ~gap_count[4]) gap_count <= gap_count + 5'h01;
assign RxD_idle = gap_count[4];
reg RxD_endofpacket;
always @(posedge clk or posedge rst) if(rst) RxD_endofpacket<=0; else RxD_endofpacket <= Baud8Tick & (gap_count==5'h0F);
endmodule
module async_transmitter(clk, rst, TxD_start, TxD_data, TxD, TxD_busy);
input clk, rst, TxD_start;
input [7:0] TxD_data;
output TxD, TxD_busy;
parameter ClkFrequency = 24000000;	 
parameter Baud = 115200;
parameter RegisterInputData = 1;	 
parameter BaudGeneratorAccWidth = 16;
reg [BaudGeneratorAccWidth:0] BaudGeneratorAcc;
wire [BaudGeneratorAccWidth:0] BaudGeneratorInc = ((Baud<<(BaudGeneratorAccWidth-4))+(ClkFrequency>>5))/(ClkFrequency>>4);
wire BaudTick = BaudGeneratorAcc[BaudGeneratorAccWidth];
wire TxD_busy;
always @(posedge clk or posedge rst) if(rst) BaudGeneratorAcc<=0; else if(TxD_busy) BaudGeneratorAcc<=BaudGeneratorAcc[BaudGeneratorAccWidth-1:0] + BaudGeneratorInc;
reg [3:0] state;
wire TxD_ready = (state==0);
assign TxD_busy = ~TxD_ready;
reg [7:0] TxD_dataReg;
always @(posedge clk or posedge rst) if(rst) TxD_dataReg<=1'b0; else if(TxD_ready & TxD_start) TxD_dataReg<=TxD_data;
wire [7:0] TxD_dataD = RegisterInputData ? TxD_dataReg : TxD_data;
always @(posedge clk or posedge rst)
if(rst)
	state <= 4'b0000;
else
case(state)
	4'b0000: if(TxD_start) state <= 4'b0001;
	4'b0001: if(BaudTick) state <= 4'b0100;
	4'b0100: if(BaudTick) state <= 4'b1000;   
	4'b1000: if(BaudTick) state <= 4'b1001;   
	4'b1001: if(BaudTick) state <= 4'b1010;   
	4'b1010: if(BaudTick) state <= 4'b1011;   
	4'b1011: if(BaudTick) state <= 4'b1100;   
	4'b1100: if(BaudTick) state <= 4'b1101;   
	4'b1101: if(BaudTick) state <= 4'b1110;   
	4'b1110: if(BaudTick) state <= 4'b1111;   
	4'b1111: if(BaudTick) state <= 4'b0010;   
	4'b0010: if(BaudTick) state <= 4'b0011;   
	4'b0011: if(BaudTick) state <= 4'b0000;   
	default: if(BaudTick) state <= 4'b0000;
endcase
reg muxbit;
always @( * )
case(state[2:0])
	3'd0: muxbit <= TxD_dataD[0];
	3'd1: muxbit <= TxD_dataD[1];
	3'd2: muxbit <= TxD_dataD[2];
	3'd3: muxbit <= TxD_dataD[3];
	3'd4: muxbit <= TxD_dataD[4];
	3'd5: muxbit <= TxD_dataD[5];
	3'd6: muxbit <= TxD_dataD[6];
	3'd7: muxbit <= TxD_dataD[7];
endcase
reg TxDn;
always @(posedge clk or posedge rst) if(rst) TxDn<=1'b0; else TxDn <= ~((state<4) | (state[3] & muxbit));   
assign TxD = ~TxDn;
endmodule

===== ./run.sh =====
#!/bin/bash
# OpenROAD 26Q1-2900-gdf79404cd8, Yosys 0.63+post, stock flow scripts
make -C /OpenROAD-flow-scripts/flow DESIGN_CONFIG=/design/flow/config.mk WORK_HOME=/design/flow/orfs finish

==> flow_metrics.tcl <==
# implementation run metrics
set metrics [dict create \
    ys_seq_share_pct 58.83 \
    reg2reg_to "TX.state[3]$_DFFE_PP_" \
    cts_tree "done" \
    gp_congestion 0.8274 \
    cts-resized-gates 0 \
    top_cell_area_share_pct 44.36 \
    irDropWorstVdd_uv 218.2 \
    cts-buffers-inserted 9 \
    power_switching_uw 236.0 \
    rsz0062_at_grt "false" \
    hold_path.class "register to register" \
    num_antenna_cells 0 \
    root_buffer "clkbuf_8" \
    grt.total_usage_pct 8.862 \
    numSynthFlops 70 \
    via_per_inst 4.405 \
    async_reset_ff_share_pct 0 \
    rr_worst_depth 3 \
    clkSinkCount 70 \
    die_y_um 105.0 \
    ios 4 \
    worst-setup-path-type "register to output pin" \
    yosys_warnings 3 \
    p_int_uw 972.0 \
    clkTransAtPathRegs_ns 0.07 \
    final_cells 417 \
    combPwrFrac_pct 0.1 \
    drtIter0Drc 107 \
    hold_viol_final 0 \
    crit_path_end_kind "output pin" \
    overflow 0 \
    grt_pass1_wl_um 7755 \
    required_ns 3.44 \
    hold_start "RX.Baud8GeneratorAcc[0]$_DFF_P_" \
    synth_cell_types 52 \
    fin_util_pct 34.12 \
    cts_hold_buf 0 \
    clk_latency_ns 0.33 \
    min_period_ns 1.970 \
    grt_max_degree 19 \
    crit_end "TxD" \
    htreeDepth 3 \
    period_used_pct 45.81 \
    synth.avg_cell_area_um2 11.61 \
    setup-violations-final 0 \
    yosysChipArea_mm2 0.003182 \
    grt_pass1_vias 1733 \
    post_cts_buffers 0 \
    pwr-share-seq_pct 58.7 \
    portBuffers 3 \
    fp.dieW_um 105.0 \
    critPathArrivalTime_ns 1.11 \
    area_growth_pct 10.70 \
    topCellsByArea "edfxtp_1 44%, dfxtp_1 14%, xnor2_1 6.3%" \
    lay_top_cells "47 x edfxtp_1, 25 x nand2_1, 23 x dfxtp_1, 23 x xnor2_1, 22 x nor2_1" \
    rrSetupSlack_ns 2.40 \
    dpl.cell_count 401 \
    rows 37 \
    status "complete, no violations" \
    worstMarginPinSlew_ns 0.6748 \
    cts_max_path_buffers 2 \
    lay_top_count "edfxtp_1" \
    core_mm2 0.01032 \
    dp_hpwl_um 2919 \
    route.detailed.drc 0 \
    setup_tns_ns 0 \
    clkPwrFrac_pct 41.2 \
    p_leak_uw 0.001244 \
    warnings 27 \
    start_kind "register" \
    p_per_area_mw_per_mm2 343.0 \
    ys_cells 274 \
    synth-edff-count 47 \
    antenna_found_initial 0 \
    ant_nets 0 \
    drive_above_1_share_pct 8.541 \
    finalMaxSlewViolations 0 \
    wirelength_um 4423 \
    synth_area_mm2 0.003182 \
    post_drt_wl_per_cell_um 10.61 \
    clock_skew_ns 0.007146 \
    drv_cap 0 \
    ys.flop_type "edfxtp_1" \
    fmax_ghz 0.5076 \
    vias 1837 \
    sw_frac_of_total_pct 19.53 \
    cp-startpoint "TX.TxDn$_DFF_P_" \
    critPathMaxFanout 1 \
    fp_util_pct 30.82 \
    slew_headroom_pct 54.96 \
    synthCells 274 \
    drt-pass1-iter-count 4 \
    die_area_mm2 0.01102 \
    reg2reg_from "TX.state[0]$_DFFE_PP_" \
    largest_area_cell "edfxtp_1" \
]
-- critical path, cell delays in order (launching register included) --
cell and delay [ns]:
dfxtp_1 0.30, inv_1 0.04, clkdlybuf4s50_1 0.44
-- registers in the layout (all words and copies together), names as in the netlist, 2 cells and up --
signal                count
RX.bit_spacing            4
RX.Baud8GeneratorAcc     17
TX.BaudGeneratorAcc      17
RX.RxD_data               8
TX.state                  4
RX.RxD_sync_inv           2
RX.state                  4
TX.TxD_dataReg            8
RX.RxD_cnt_inv            2
-- final cells by class --
cell class | count | area, µm²
fillers | 989 | 6802
flip-flops and latches | 70 | 1872
multi-input cells | 176 | 1201
well taps | 136 | 170.2
clock buffers | 9 | 123.9
clock inverters | 7 | 65.06
inverters | 16 | 60.06
repair buffers | 3 | 30.03
-- logic make-up (layout without fill, tap and decap cells) --
group           Yosys count  in the layout  share of synthesized area [%]
fa+ha+maj                 7              7                          2.753
flops                    70             70                          58.83
compound gates           42             42                          9.438
mux                       4              4                          1.298
simple gates             86             86                          14.08
xor+xnor                 37             37                          10.18
buf+inv                  28             35                          3.421
-- synthesized netlist by cell type, types with 3 or more instances --
cell type and number:
a21boi_0 3, a21oi_1 8, and2_1 3, and3_1 3, and4_1 3, clkbuf_1 9
dfxtp_1 23, edfxtp_1 47, ha_1 7, inv_1 16, mux2i_1 3, nand2_1 25
nand2b_1 4, nand3_1 4, nor2_1 22, nor2b_1 4, nor3_1 4, nor4_1 3
o21ai_0 9, xnor2_1 23, xor2_1 14
-- power by group through the flow --
stage | sequential [µW] | combinational [µW] | clock, µW
after CTS | 708 | 1.03 | 516
after global routing | 708 | 1.16 | 543
final | 709 | 1.02 | 498
-- worst min-delay path by stage --
stage                                      to  slack (ns)  cells after the start
CTS           RX.Baud8GeneratorAcc[0]$_DFF_P_        0.42                      1
global route  RX.Baud8GeneratorAcc[0]$_DFF_P_        0.43                      1
finish        RX.Baud8GeneratorAcc[0]$_DFF_P_        0.41                      1
-- metal layers --
layer	GRT usage [%]	vias up	wire, µm
met1	13.28	834	2329
met5	0	-	0
met3	3.812	4	238
met4	0.7042	0	30
met2	12.96	29	1825
li1	-	970	-
-- stage by stage --
step	instance area, µm²	setup slack, ns	hold slack [ns]	total power (µW)
2_1_floorplan	3182	2.665	0.3830	723.9
3_3_place_gp	3333	2.418	0.3944	724.8
3_5_place_dp	3333	2.388	0.4014	724.8
4_1_cts	3522	2.304	0.4174	1226
5_1_grt	3522	2.135	0.4290	1252
6_report	3522	2.330	0.4147	1208
No activity file was given, so power comes from the tool's default toggle rates.
